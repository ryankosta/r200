<file path="/design/flow/run.sh">
#!/bin/bash
# OpenROAD 26Q1-2900-gdf79404cd8, Yosys 0.63+post, stock flow scripts
make -C /OpenROAD-flow-scripts/flow DESIGN_CONFIG=/design/flow/config.mk WORK_HOME=/design/flow/orfs finish
</file>
<file path="/design/flow/config.mk">
export PLATFORM = sky130hd
export DESIGN_NAME = spi
export DESIGN_NICKNAME = spi
export VERILOG_FILES = /design/flow/design.v
export SDC_FILE = /design/flow/constraint.sdc
export NUM_CORES = 4
export LEC_CHECK = 1
export CORE_UTILIZATION = 40
</file>
<file path="/design/flow/constraint.sdc">
current_design spi

set clk_period 10.4
set clk_io_pct 0.2

create_clock -name clk0 -period $clk_period [get_ports {clk}]

set non_clock_inputs [all_inputs -no_clocks]
set_input_delay [expr $clk_period * $clk_io_pct] -clock clk0 $non_clock_inputs
set_output_delay [expr $clk_period * $clk_io_pct] -clock clk0 [all_outputs]
</file>
<file path="/design/flow/design.v">
module spi (
	rst,
	clk,
	i_stb,
	i_addr,
	i_we,
	o_data,
	o_ack,
	o_stall,
	cs,
	sck,
	mosi,
	miso
);
input wire clk;
input wire rst;
input wire i_stb;
input wire [31:0] i_addr;
input wire i_we;
output reg [31:0] o_data;
output reg o_ack;
output reg o_stall;
output wire cs;
output wire sck;
output reg mosi;
input wire miso;
reg [7:0] ctr;
reg [7:0] cmd;
reg [31:0] addr;
reg isw;
assign sck = clk & !cs;
assign addrhit = i_addr[31:16] == 16'h8000;  
assign cs = !(ctr == 0);
always @(posedge clk) begin
	if(rst) begin
		ctr <= 0;
	end
	else if(i_stb) begin
			ctr <= 8'd73;  
	end
	else if (ctr != 0) begin
		ctr <= ctr - 1;
	end
end
always @(posedge clk) begin
	if(i_stb) begin
		if((!i_we)& addrhit) begin
			addr <= i_addr;
			cmd <= 8'h03;
			isw = 0;
		end
		mosi <= 1;
	end
	else if(ctr == 73) begin	 
		mosi <= 0;
	end
	else if(ctr > 64) begin
		mosi <= cmd[ctr-65]; 
	end
	else if(ctr > 32) begin
		mosi <= addr[ctr-33];
	end
	else if (ctr > 0) begin 
		if(isw) begin
			mosi <= o_data[ctr-1]; 
		end
		else begin 
			o_data[ctr-1] <= miso;
		end
	end
end
always @(posedge clk) begin
	if(i_stb) begin
		o_stall <= 1;
	end
	else if((ctr == 0)) begin
		if(o_stall) begin
			o_stall <= 0;
			o_ack <= 1;
		end
	       	else begin
			o_ack <= 0;
		end
	end
end
endmodule
</file>
==> reports/qor.yml <==
synthesis:
  enable_flop_cells: 65
  synth_area_mm2: 0.00431
  flop_cell: "edfxtp_1"
  ys_seq_elements: 75
  syn_avg_cell_area_um2: 11.5
  postSynth.asyncResetShare_pct: 0
  netlist-cell-type-count: 59
  ys_seq_share_pct: 50.0
  postSynthCellCount: 375
  number_of_cells_in_the_yosys_synthesis_report: 375
  ys.warnings.count: 2
  ys_area_mm2: 0.00431
final_timing:
  tns_ns: 0
  unrepaired_setup_endpoints_after_global_routing: "no"
  finalMaxSlewViolations: 0
  worst_pin_slew_ns: 0.726
  fin_ws_ns: 2.38
  maxSlewHeadroom_pct: 51.4
  timing.final.hold_violations: 0
  timing.final.setup_violations: 0
  worst_clock_skew_ns: 0.00900
run:
  warnings: 31
  cap_violations: 0
worst_hold_path:
  min-delay-start: "o_stall$_SDFFE_PP1P_"
  hp-class: "reg2reg"
  min_delay_path_depth: 0
  hold_path_end: "o_ack$_DFFE_PP_"
global_route:
  number_of_global_route_vias_before_repair: 3113
  grt_overflow: 0
  grt_usage_pct: 18.5
  grt_max_degree: 33
  grt_antenna_before_repair: 0
  grt_first_pass_wirelength_mm: 15.5
layout:
  final-seq-area_mm2: 0.00215
  fin_util_pct: 52.4
  logic_area_mm2: 0.00205
  layout-area-overhead-vs-synth_pct: 26.3
  drive_gt1_share_pct: 14.7
  final.fill_count: 902
power:
  cellPowerDensity_mw_per_mm2: 178
  peakVddDrop_mv: 0.0861
  leakage_nw: 1.81
  total_power_uw: 967
worst_setup_path:
  register_to_register_setup_slack_ns: 5.47
  crit_type: "clk2out"
  crit_required_ns: 8.32
  cp_data_arrival_time_ns: 5.94
  worst_r2r_startpoint: "ctr[1]$_SDFFE_PP0N_"
  depth_of_the_worst_register_to_register_path: 12
  cp-start-kind: "clock port"
  worst_setup_path_end_kind: "primary output"
  critical_path.reg2reg.endpoint: "o_data[19]$_DFFE_PP_"
  timing.critical_path.fanout_max: 2
place:
  buffer_ports.inserted: 73
  gp_congestion: 0.846
  hpwlAfterDp_mm: 6.55
  post-place-ws_ns: 2.63
drt:
  drt-pass1-iter-count: 4
  antenna-diode-count: 0
  postRouteWirelength_mm: 9.33
  detail_route.iter0.violations: 184
  post-route-drc-count: 0
  via_count: 3189
  route.detailed.vias_per_inst: 5.40
  routed_wire_length_per_instance_um: 15.8
  final_antenna_net_count: 0
floorplanning:
  die_outline_width_um: 106
  ioPinCount: 74
  core_area_mm2: 0.0104
  die_h_um: 106
  fp_util_pct: 41.5
  design.die.area_mm2: 0.0112
  core.rowCount: 37
status:
  outcome: "complete, no violations"
clock_network:
  cts.reportedPaths.clkPinSlew_ns: 0.07
  clock_insertion_delay_worst_skew_ns: 0.46
  tritoncts_clock_tree: "built"
  holdBufCountCts: 0
  post_cts_resized: 0
  postCtsSetupBuffers: 0
-- sequential cells by signal (all words and copies together) (netlist names) --
signal,count
o_ack,1
ctr,8
o_stall,1
mosi,1
o_data,32
addr,32
-- cells by family (layout without fill, tap and decap cells) --
logic type                 count (synthesis)  count (layout)  share of synthesized area (%)
and+or+nand+nor                          166             166                           20.5
DFF                                       75              75                           50.0
muxes                                     43              43                           13.3
AOI/OAI and AO/OA                         40              40                           6.89
buffers and inverters                     25             105                           2.67
adders and majority gates                 13              13                           3.78
xor gates and xnor gates                  13              13                           2.82
-- synthesized netlist by cell type (all sizes together) (2+ instances only) --
cell type | n | area [µm²]
nor4 | 11 | 68.8
mux4 | 8 | 184
mux2i | 3 | 30.0
or3 | 8 | 55.1
o21a | 2 | 15.0
dfxtp | 10 | 200
buf | 5 | 40.0
xnor2 | 9 | 86.3
nand2b | 6 | 37.5
nor3b | 2 | 15.0
and2 | 7 | 45.1
edfxtp | 65 | 1950
nor2 | 26 | 97.6
nand2 | 46 | 173
xor2 | 4 | 35.0
nor3 | 30 | 160
a31oi | 3 | 18.8
a21oi | 8 | 40.0
nand3 | 11 | 67.6
o21ai | 8 | 40.0
nor4b | 4 | 50.1
o2bb2ai | 2 | 17.5
or4 | 4 | 30.0
a32oi | 2 | 17.5
mux2 | 32 | 360
nor4bb | 2 | 20.0
o311ai | 2 | 17.5
clkbuf | 15 | 56.3
nand4b | 2 | 17.5
nand4 | 3 | 18.8
ha | 13 | 163
inv | 5 | 18.8
-- worst max-delay path: stages --
cell	delay, ns
clkbuf_8	0.11
clkbuf_8	0.11
and2_1	0.13
clkdlybuf4s50_1	0.39
-- how the worst max path moves through the flow --
stage / startpoint / to / slack (ns) / depth (start not counted)
global route: clk / sck / 2.36 / 4
CTS: clk / sck / 2.36 / 4
finish: clk / sck / 2.38 / 4
-- where the power goes --
group | internal [mW] | switching [mW] | total [mW]
Sequential | 0.357 | 0.0197 | 0.376
Combinational | 0.140 | 0.174 | 0.314
Clock | 0.161 | 0.115 | 0.277
Total | 0.657 | 0.309 | 0.967
-- area by class of cell --
| cell class | instances | share of cell area [%] |
|---|---|---|
| Clock buffer | 13 | 3.22 |
| Clock inverter | 7 | 1.68 |
| Inverter | 5 | 0.345 |
| Multi-Input combinational cell | 275 | 37.7 |
| Sequential cell | 75 | 39.6 |
| Tap cell | 136 | 3.13 |
| Timing Repair Buffer | 80 | 14.4 |
-- layer usage --
layer	up-vias	wire length (µm)	track usage [%]	part of all wire (%)
met1	1506	4410	30.7	47
li1	1585	-	-	-
met4	0	187	3.08	2.0
met2	86	4280	27.2	46
met3	12	456	3.60	4.9
met5	-	0	0	0
-- metrics by stage --
stage          cells  hold WS (ns)  area, µm²
6_report         591         0.468       5440
5_1_grt          591         0.492       5440
4_1_cts          591         0.469       5440
3_5_place_dp     572         0.451       5180
3_3_place_gp     572         0.439       5180
2_1_floorplan    375         0.409       4310
-- cell usage in the layout, fill, tap and decap left out, types with 7 or more instances in the layout --
cell	Yosys	final
clkdlybuf4s50_1	0	73
edfxtp_1	65	65
nand2_1	46	46
nor3_1	28	27
nor2_1	26	26
mux2_2	22	22
ha_1	13	13
clkbuf_8	0	12
nor4_1	11	10
nand3_1	10	10
mux2_1	10	10
dfxtp_1	10	10
xnor2_1	8	8
o21ai_0	8	8
a21oi_1	8	8
buf_4	1	8
or3_1	7	7
mux4_2	7	7
No activity file was given, so power comes from the tool's default toggle rates.
