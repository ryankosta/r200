[flow/config.mk]
export PLATFORM = sky130hd
export DESIGN_NAME = shifter
export DESIGN_NICKNAME = shifter
export VERILOG_FILES = /design/flow/design.v
export SDC_FILE = /design/flow/constraint.sdc
export NUM_CORES = 4
export LEC_CHECK = 1
export CORE_AREA = 10 10 70 70
export DIE_AREA = 0 0 80 80
[flow/constraint.sdc]
current_design shifter

set clk_period 4.2
set clk_io_pct 0.2

create_clock -name clk0 -period $clk_period

set non_clock_inputs [all_inputs -no_clocks]
set_input_delay [expr $clk_period * $clk_io_pct] -clock clk0 $non_clock_inputs
set_output_delay [expr $clk_period * $clk_io_pct] -clock clk0 [all_outputs]
[flow/design.v]
module shifter(
out,
in,
shiftdir,  
shift  
);
input [31:0] in;
input shift;
input shiftdir;
output [31:0] out;
wire notshiftdir;
wire outleft [31:0];
wire outright [31:0];
wire outshift [31:0];
not(notshiftdir,shiftdir);
buf(outleft[0],0);
and(outleft[1],in[0],shiftdir);
and(outleft[2],in[1],shiftdir);
and(outleft[3],in[2],shiftdir);
and(outleft[4],in[3],shiftdir);
and(outleft[5],in[4],shiftdir);
and(outleft[6],in[5],shiftdir);
and(outleft[7],in[6],shiftdir);
and(outleft[8],in[7],shiftdir);
and(outleft[9],in[8],shiftdir);
and(outleft[10],in[9],shiftdir);
and(outleft[11],in[10],shiftdir);
and(outleft[12],in[11],shiftdir);
and(outleft[13],in[12],shiftdir);
and(outleft[14],in[13],shiftdir);
and(outleft[15],in[14],shiftdir);
and(outleft[16],in[15],shiftdir);
and(outleft[17],in[16],shiftdir);
and(outleft[18],in[17],shiftdir);
and(outleft[19],in[18],shiftdir);
and(outleft[20],in[19],shiftdir);
and(outleft[21],in[20],shiftdir);
and(outleft[22],in[21],shiftdir);
and(outleft[23],in[22],shiftdir);
and(outleft[24],in[23],shiftdir);
and(outleft[25],in[24],shiftdir);
and(outleft[26],in[25],shiftdir);
and(outleft[27],in[26],shiftdir);
and(outleft[28],in[27],shiftdir);
and(outleft[29],in[28],shiftdir);
and(outleft[30],in[29],shiftdir);
and(outleft[31],in[30],shiftdir);
and(outright[0],in[1],notshiftdir);
and(outright[1],in[2],notshiftdir);
and(outright[2],in[3],notshiftdir);
and(outright[3],in[4],notshiftdir);
and(outright[4],in[5],notshiftdir);
and(outright[5],in[6],notshiftdir);
and(outright[6],in[7],notshiftdir);
and(outright[7],in[8],notshiftdir);
and(outright[8],in[9],notshiftdir);
and(outright[9],in[10],notshiftdir);
and(outright[10],in[11],notshiftdir);
and(outright[11],in[12],notshiftdir);
and(outright[12],in[13],notshiftdir);
and(outright[13],in[14],notshiftdir);
and(outright[14],in[15],notshiftdir);
and(outright[15],in[16],notshiftdir);
and(outright[16],in[17],notshiftdir);
and(outright[17],in[18],notshiftdir);
and(outright[18],in[19],notshiftdir);
and(outright[19],in[20],notshiftdir);
and(outright[20],in[21],notshiftdir);
and(outright[21],in[22],notshiftdir);
and(outright[22],in[23],notshiftdir);
and(outright[23],in[24],notshiftdir);
and(outright[24],in[25],notshiftdir);
and(outright[25],in[26],notshiftdir);
and(outright[26],in[27],notshiftdir);
and(outright[27],in[28],notshiftdir);
and(outright[28],in[29],notshiftdir);
and(outright[29],in[30],notshiftdir);
and(outright[30],in[31],notshiftdir);
buf(outright[31],0);
or(outshift[0],outright[0],outleft[0]);
or(outshift[1],outright[1],outleft[1]);
or(outshift[2],outright[2],outleft[2]);
or(outshift[3],outright[3],outleft[3]);
or(outshift[4],outright[4],outleft[4]);
or(outshift[5],outright[5],outleft[5]);
or(outshift[6],outright[6],outleft[6]);
or(outshift[7],outright[7],outleft[7]);
or(outshift[8],outright[8],outleft[8]);
or(outshift[9],outright[9],outleft[9]);
or(outshift[10],outright[10],outleft[10]);
or(outshift[11],outright[11],outleft[11]);
or(outshift[12],outright[12],outleft[12]);
or(outshift[13],outright[13],outleft[13]);
or(outshift[14],outright[14],outleft[14]);
or(outshift[15],outright[15],outleft[15]);
or(outshift[16],outright[16],outleft[16]);
or(outshift[17],outright[17],outleft[17]);
or(outshift[18],outright[18],outleft[18]);
or(outshift[19],outright[19],outleft[19]);
or(outshift[20],outright[20],outleft[20]);
or(outshift[21],outright[21],outleft[21]);
or(outshift[22],outright[22],outleft[22]);
or(outshift[23],outright[23],outleft[23]);
or(outshift[24],outright[24],outleft[24]);
or(outshift[25],outright[25],outleft[25]);
or(outshift[26],outright[26],outleft[26]);
or(outshift[27],outright[27],outleft[27]);
or(outshift[28],outright[28],outleft[28]);
or(outshift[29],outright[29],outleft[29]);
or(outshift[30],outright[30],outleft[30]);
or(outshift[31],outright[31],outleft[31]);
and(out[0],outshift[0],shift);
and(out[1],outshift[1],shift);
and(out[2],outshift[2],shift);
and(out[3],outshift[3],shift);
and(out[4],outshift[4],shift);
and(out[5],outshift[5],shift);
and(out[6],outshift[6],shift);
and(out[7],outshift[7],shift);
and(out[8],outshift[8],shift);
and(out[9],outshift[9],shift);
and(out[10],outshift[10],shift);
and(out[11],outshift[11],shift);
and(out[12],outshift[12],shift);
and(out[13],outshift[13],shift);
and(out[14],outshift[14],shift);
and(out[15],outshift[15],shift);
and(out[16],outshift[16],shift);
and(out[17],outshift[17],shift);
and(out[18],outshift[18],shift);
and(out[19],outshift[19],shift);
and(out[20],outshift[20],shift);
and(out[21],outshift[21],shift);
and(out[22],outshift[22],shift);
and(out[23],outshift[23],shift);
and(out[24],outshift[24],shift);
and(out[25],outshift[25],shift);
and(out[26],outshift[26],shift);
and(out[27],outshift[27],shift);
and(out[28],outshift[28],shift);
and(out[29],outshift[29],shift);
and(out[30],outshift[30],shift);
and(out[31],outshift[31],shift);
endmodule
[flow/run.sh]
#!/bin/bash
# OpenROAD 26Q1-2900-gdf79404cd8, Yosys 0.63+post, stock flow scripts
make -C /OpenROAD-flow-scripts/flow DESIGN_CONFIG=/design/flow/config.mk WORK_HOME=/design/flow/orfs finish
==> results.yml <==
# generated from flow reports
power:
  total_power_mw: 0.112
  p_per_area_nw_per_um2: 91.3
  power.internal_mw: 0.0800
  vdd_drop_max_v: 0.0000294
  pwr-share-seq_pct: 0
  swShare_pct: 28.3
  clkPwrFrac_pct: 0
  switchingPower_mw: 0.0316
  p_leak_nw: 0.506
  power_frac_comb_pct: 100.0
sta:
  timing.setup.tns_ns: 0
  hold_viol: 0
  max_freq_ghz: 0.295
  finalClockPeriodUsage_pct: 80.6
  timing.final.max_slew_violations: 0
  setup_viol: 0
  setup_slack_ns: 0.814
  slew_headroom_pct: 49.0
  tightest_slew_ns: 0.763
  period_minus_slack_ns: 3.39
  rsz0062_at_grt: "no"
  timing.hold.ws_ns: 2.57
worst_setup_path:
  cp_num_cells: 3
  crit_fanout: 32
  worst_setup_path_start_kind: "input port"
  cp_data_arrival_time_ns: 2.55
  crit_end: "out[31]"
  required_ns: 3.36
  slowest_stage: "clkdlybuf4s50_1"
  crit_path_end_kind: "output pin"
  critical_path_class: "in2out"
  setup.worst_path.start: "shift"
  cp_top_family: "buffers and inverters"
  path_buffers: 2
  cpPeakStageDelay_ns: 0.96
  crit_path_frequent_cell: "clkdlybuf4s50_1"
  path_cells: "clkdlybuf4s50_1, and3_1, clkdlybuf4s50_1"
final_layout:
  nClkBuffers: 0
  fin_cells: 176
  seq_cells: 0
  seqCellArea_um2: 0
  syn_to_final_growth_pct: 109
  drive_gt1_share_pct: 1.54
  finish.utilization_pct: 35.8
  fin_area_um2: 1220
  num-fill-cells: 355
placed_design:
  placed_cell_area_um2: 1220
  dp_hpwl_um: 1980
  placed_cells: 176
  port-buffer-count: 66
  place_ws_ns: 0.773
  place.gp.congestion: 0.716
logic_synthesis:
  netlist_area_um2: 584
  ys_types: 8
  synth_seq_share_pct: 0
  ys_area_um2: 584
  synthCells: 70
  ys_cells: 70
  yosysWarningCount: 1
  avgSynthCellArea_um2: 8.35
global_routing:
  overflow: 0
  grt_pass1_vias: 738
  grt_max_degree: 33
  grt_pass1_wl_um: 3630
  antenna_found_initial: 0
  grt_usage_pct: 6.72
floorplanning:
  core_area_um2: 3420
  chip_area_um2: 6400
  die_x_um: 80
  chipHeight_um: 80
  initCoreUtil_pct: 17.1
  io_pins: 66
  num_rows: 21
routing:
  routed_wl_um: 2310
  antenna_cells_inserted: 0
  post_drt_via_cell_ratio: 3.89
  drt_iter0_markers: 9
  wire_per_inst_um: 13.1
  routed-via-count: 684
  drt_pass1_iterations: 2
  drc_errors: 0
  drt.antenna.violating_nets: 0
clock_network:
  cts_hold_buf: 0
  postCtsResizedCells: 0
  post_cts_buffers: 0
run_status:
  status: "completed"
flow_run:
  warnings: 32
  maxCapViolCount: 0
min_path:
  hold_class: "in2out"
## worst min path at each step
stage / startpoint / to / slack, ns / cells after the start
CTS: shiftdir / out[31] / 2.58 / 3
global route: shiftdir / out[31] / 2.61 / 3
finish: shiftdir / out[0] / 2.57 / 3
## cells by family after synthesis
group                  count (synthesis)  share of synthesized area, %
muxes                                 30                          51.4
and+or+nand+nor                       33                          34.5
buffers and inverters                  7                          14.1
## Yosys cell counts, drive strengths merged
cell     n  share of area (%)
clkbuf   3                1.9
mux2i   30                 51
and3     1                1.1
nor2     1               0.64
nand2    1               0.64
buf      4                 12
nor2b   30                 32
## layer usage
metal  GRT usage [%]  vias to the layer above  part of all wire [%]
met5               0                        -                     0
met4               0                        0                     0
met3            3.75                        0                    14
met2            10.8                       35                    46
met1            8.17                      291                    40
li1                -                      358                     -
## layout by cell type (no fill, tap or decap), drive strengths merged
| cell type | instances |
|---|---|
| mux2i | 30 |
| and3 | 1 |
| nand2 | 1 |
| nor2 | 1 |
| clkdlybuf4s50 | 65 |
| nor2b | 30 |
| buf | 2 |
## cell type report
cell class	count	area, um^2	area share, %
well taps	46	57.6	4.71
repair buffers	67	663	54.2
multi-input cells	63	502	41.0
## power groups by stage
stage         Clock (mW)  Sequential, mW  Combinational, mW
finish                 0               0              0.112
global route           0               0              0.124
CTS                    0               0              0.114
No activity file was given, so power comes from the tool's default toggle rates.
